**design/flow/config.mk**
```make
export PLATFORM = sky130hd
export DESIGN_NAME = error_reporter
export DESIGN_NICKNAME = error_reporter
export VERILOG_FILES = /design/flow/design.v
export SDC_FILE = /design/flow/constraint.sdc
export NUM_CORES = 4
export LEC_CHECK = 1
export CORE_UTILIZATION = 50
```
**design/flow/constraint.sdc**
```tcl
current_design error_reporter

set clk_period 17.1
set clk_io_pct 0.2

create_clock -name clk0 -period $clk_period [get_ports {clk}]

set non_clock_inputs [all_inputs -no_clocks]
set_input_delay [expr $clk_period * $clk_io_pct] -clock clk0 $non_clock_inputs
set_output_delay [expr $clk_period * $clk_io_pct] -clock clk0 [all_outputs]
```
**design/flow/design.v**
```verilog
package coh_noc_pkg;
    typedef enum logic [7:0] {
        REQ_READ_SHARED     = 8'h01,
        REQ_READ_CLEAN      = 8'h02,
        REQ_READ_ONCE       = 8'h03,
        REQ_READ_NO_SNOOP   = 8'h04,
        REQ_READ_UNIQUE     = 8'h07,
        REQ_CLEAN_SHARED    = 8'h08,
        REQ_CLEAN_INVALID   = 8'h09,
        REQ_MAKE_INVALID    = 8'h0D,
        REQ_WRITE_BACK_FULL = 8'h18,
        REQ_WRITE_CLEAN_FULL= 8'h19,
        REQ_WRITE_UNIQUE_FULL = 8'h1A,
        REQ_WRITE_UNIQUE_PTL = 8'h1B,
        REQ_WRITE_NO_SNOOP_FULL = 8'h1C,
        REQ_WRITE_NO_SNOOP_PTL = 8'h1D,
        REQ_ATOMIC_STORE    = 8'h20,
        REQ_ATOMIC_LOAD     = 8'h21,
        REQ_ATOMIC_SWAP     = 8'h22,
        REQ_ATOMIC_COMPARE  = 8'h23,
        REQ_DVM_OP          = 8'h24
    } req_opcode_e;
    typedef enum logic [7:0] {
        RSP_COMP_ACK        = 8'h14,
        RSP_READ_RECEIPT    = 8'h15,
        RSP_COMP            = 8'h16,
        RSP_COMP_DATA       = 8'h52,
        RSP_DATA_SEPDATA    = 8'h53,
        RSP_RETRY_ACK       = 8'h17,
        RSP_PCR_GRANT_ACK   = 8'h18
    } rsp_opcode_e;
    typedef enum logic [7:0] {
        DAT_DATA_FLIT       = 8'h00,
        DAT_COMP_DATA       = 8'h52,
        DAT_NON_COPY_BACK_WR_DATA = 8'h54,
        DAT_COPY_BACK_WR_DATA = 8'h55,
        DAT_DATA_SEP_DATA   = 8'h53
    } dat_opcode_e;
    typedef enum logic [7:0] {
        SNP_SHARED          = 8'h20,
        SNP_CLEAN           = 8'h21,
        SNP_ONCE            = 8'h22,
        SNP_NOT_SHARED_DIRTY = 8'h23,
        SNP_UNIQUE          = 8'h24,
        SNP_CLEAN_SHARED    = 8'h25,
        SNP_CLEAN_INVALID   = 8'h26,
        SNP_MAKE_INVALID    = 8'h27,
        SNP_DVM_OP          = 8'h28,
        SNP_FWD_SHARED      = 8'h30,
        SNP_FWD_CLEAN       = 8'h31,
        SNP_FWD_ONCE        = 8'h32,
        SNP_FWD_NOT_SHARED_DIRTY = 8'h33,
        SNP_FWD_UNIQUE      = 8'h34,
        SNP_FWD_CLEAN_SHARED = 8'h35,
        SNP_FWD_CLEAN_INVALID = 8'h36,
        SNP_FWD_MAKE_INVALID = 8'h37
    } snp_opcode_e;
    typedef enum logic [1:0] {
        VC_REQ = 2'b00,   
        VC_RSP = 2'b01,   
        VC_DAT = 2'b10,   
        VC_SNP = 2'b11    
    } virtual_channel_e;
    typedef struct packed {
        logic [7:0]   opcode;       
        logic [47:0]  addr;         
        logic [11:0]  txn_id;       
        logic [7:0]   src_id;       
        logic [7:0]   tgt_id;       
        logic [2:0]   size;         
        logic [2:0]   mem_attr;     
        logic [3:0]   qos;          
        logic         ns;           
        logic         likely_shared;  
        logic         allow_retry;  
        logic         order;        
        logic [1:0]   pcrd_type;    
        logic [7:0]   trace_tag;    
        logic [7:0]   reserved;     
        logic [614:0] padding;      
    } req_flit_t;
    typedef struct packed {
        logic [7:0]   opcode;       
        logic [11:0]  txn_id;       
        logic [7:0]   src_id;       
        logic [7:0]   tgt_id;       
        logic [7:0]   dbid;         
        logic [1:0]   resp;         
        logic [1:0]   fwd_state;    
        logic [1:0]   data_pull;    
        logic [1:0]   pcrd_type;    
        logic [7:0]   trace_tag;    
        logic [31:0]  reserved;     
        logic [638:0] padding;      
    } rsp_flit_t;
    typedef struct packed {
        logic [7:0]   opcode;       
        logic [11:0]  txn_id;       
        logic [7:0]   src_id;       
        logic [7:0]   tgt_id;       
        logic [7:0]   home_node_id;  
        logic [7:0]   dbid;         
        logic [1:0]   resp;         
        logic [1:0]   fwd_state;    
        logic [1:0]   data_pull;    
        logic [2:0]   data_id;      
        logic [1:0]   ccid;         
        logic [63:0]  be;           
        logic [1:0]   data_check;   
        logic [1:0]   poison;       
        logic [7:0]   trace_tag;    
        logic [511:0] data;         
        logic [63:0]  data_check_bits;  
        logic [15:0]  reserved;     
    } dat_flit_t;
    typedef struct packed {
        logic [7:0]   opcode;       
        logic [47:3]  addr;         
        logic [11:0]  txn_id;       
        logic [7:0]   src_id;       
        logic [7:0]   fwd_txn_id;   
        logic [7:0]   fwd_node_id;  
        logic         do_not_goto_sd;  
        logic         ret_to_src;   
        logic [7:0]   trace_tag;    
        logic [15:0]  reserved;     
        logic [615:0] padding;      
    } snp_flit_t;
    typedef union packed {
        req_flit_t req;
        rsp_flit_t rsp;
        dat_flit_t dat;
        snp_flit_t snp;
    } flit_u;
    typedef enum logic [3:0] {
        DIR_INVALID   = 4'h0,
        DIR_SHARED    = 4'h1,
        DIR_EXCLUSIVE = 4'h2,
        DIR_MODIFIED  = 4'h3
    } directory_state_e;
    typedef struct packed {
        directory_state_e state;        
        logic [15:0]      sharer_mask;  
        logic [7:0]       owner_id;     
        logic             dirty;        
    } directory_entry_t;
    typedef struct packed {
        logic [3:0] x;
        logic [3:0] y;
    } coord_t;
    parameter int CREDIT_COUNT_WIDTH = 8;
    parameter int MAX_CREDITS = 255;
    parameter int VC_BUFFER_DEPTH = 16;
    typedef enum logic [2:0] {
        TRACK_ADD_SHARER    = 3'b000,
        TRACK_REMOVE_SHARER = 3'b001,
        TRACK_SET_EXCLUSIVE = 3'b010,
        TRACK_SET_MODIFIED  = 3'b011,
        TRACK_INVALIDATE    = 3'b100,
        TRACK_EVICT         = 3'b101
    } track_operation_e;
    parameter int SLC_SIZE = 1024*1024;   
    parameter int SLC_WAYS = 16;          
    parameter int L1_SIZE = 64*1024;      
    parameter int L1_WAYS = 4;            
endpackage : coh_noc_pkg
import coh_noc_pkg::*;
module error_reporter #(
    parameter int MAX_ERROR_LOG = 64
)(
    input  logic        clk,
    input  logic        rst_n,
    input  logic        error_valid,
    input  logic [7:0]  error_code,
    input  logic [11:0] error_txn_id,
    input  logic [47:0] error_addr,
    input  logic [7:0]  error_source_id,
    output logic        log_full,
    output logic [7:0]  error_count,
    input  logic        query_enable,
    input  logic [5:0]  query_index,
    output logic        query_valid,
    output logic [7:0]  query_error_code,
    output logic [11:0] query_txn_id,
    output logic [47:0] query_addr,
    output logic [7:0]  query_source_id,
    output logic [31:0] query_timestamp,
    output logic [15:0] total_errors,
    output logic [15:0] crc_errors,
    output logic [15:0] timeout_errors,
    output logic [15:0] protocol_errors
);
    logic        error_log_valid [0:MAX_ERROR_LOG-1];
    logic [7:0]  error_log_code [0:MAX_ERROR_LOG-1];
    logic [11:0] error_log_txn_id [0:MAX_ERROR_LOG-1];
    logic [47:0] error_log_addr [0:MAX_ERROR_LOG-1];
    logic [7:0]  error_log_source_id [0:MAX_ERROR_LOG-1];
    logic [31:0] error_log_timestamp [0:MAX_ERROR_LOG-1];
    logic [5:0] write_ptr;
    logic [7:0] entry_count;
    logic [31:0] timestamp_counter;
    localparam logic [7:0] ERR_NONE            = 8'h00;
    localparam logic [7:0] ERR_CRC_MISMATCH    = 8'h01;
    localparam logic [7:0] ERR_TIMEOUT         = 8'h02;
    localparam logic [7:0] ERR_INVALID_OPCODE  = 8'h03;
    localparam logic [7:0] ERR_INVALID_VC      = 8'h04;
    localparam logic [7:0] ERR_BUFFER_OVERFLOW = 8'h05;
    localparam logic [7:0] ERR_PROTOCOL        = 8'h06;
    always_ff @(posedge clk or negedge rst_n) begin
        if (!rst_n) begin
            timestamp_counter <= 32'h0;
        end else begin
            timestamp_counter <= timestamp_counter + 1;
        end
    end
    always_ff @(posedge clk or negedge rst_n) begin
        if (!rst_n) begin
            write_ptr <= 6'h0;
            entry_count <= 8'h0;
            for (int i = 0; i < MAX_ERROR_LOG; i++) begin
                error_log_valid[i] <= 1'b0;
                error_log_code[i] <= 8'h0;
                error_log_txn_id[i] <= 12'h0;
                error_log_addr[i] <= 48'h0;
                error_log_source_id[i] <= 8'h0;
                error_log_timestamp[i] <= 32'h0;
            end
        end else begin
            if (error_valid && error_code != ERR_NONE) begin
                error_log_valid[write_ptr] <= 1'b1;
                error_log_code[write_ptr] <= error_code;
                error_log_txn_id[write_ptr] <= error_txn_id;
                error_log_addr[write_ptr] <= error_addr;
                error_log_source_id[write_ptr] <= error_source_id;
                error_log_timestamp[write_ptr] <= timestamp_counter;
                write_ptr <= write_ptr + 1;
                if (entry_count < MAX_ERROR_LOG) begin
                    entry_count <= entry_count + 1;
                end
            end
        end
    end
    assign log_full = (entry_count >= MAX_ERROR_LOG);
    assign error_count = entry_count;
    always_comb begin
        if (query_enable && query_index < MAX_ERROR_LOG) begin
            query_valid = error_log_valid[query_index];
            query_error_code = error_log_code[query_index];
            query_txn_id = error_log_txn_id[query_index];
            query_addr = error_log_addr[query_index];
            query_source_id = error_log_source_id[query_index];
            query_timestamp = error_log_timestamp[query_index];
        end else begin
            query_valid = 1'b0;
            query_error_code = 8'h0;
            query_txn_id = 12'h0;
            query_addr = 48'h0;
            query_source_id = 8'h0;
            query_timestamp = 32'h0;
        end
    end
    logic [15:0] total_err_cnt;
    logic [15:0] crc_err_cnt;
    logic [15:0] timeout_err_cnt;
    logic [15:0] protocol_err_cnt;
    always_ff @(posedge clk or negedge rst_n) begin
        if (!rst_n) begin
            total_err_cnt <= 16'h0;
            crc_err_cnt <= 16'h0;
            timeout_err_cnt <= 16'h0;
            protocol_err_cnt <= 16'h0;
        end else begin
            if (error_valid && error_code != ERR_NONE) begin
                total_err_cnt <= total_err_cnt + 1;
                case (error_code)
                    ERR_CRC_MISMATCH: crc_err_cnt <= crc_err_cnt + 1;
                    ERR_TIMEOUT: timeout_err_cnt <= timeout_err_cnt + 1;
                    ERR_INVALID_OPCODE,
                    ERR_INVALID_VC,
                    ERR_PROTOCOL: protocol_err_cnt <= protocol_err_cnt + 1;
                    default: ;
                endcase
            end
        end
    end
    assign total_errors = total_err_cnt;
    assign crc_errors = crc_err_cnt;
    assign timeout_errors = timeout_err_cnt;
    assign protocol_errors = protocol_err_cnt;
endmodule : error_reporter
```
**design/flow/run.sh**
```bash
#!/bin/bash
# OpenROAD 26Q1-2900-gdf79404cd8, Yosys 0.63+post, stock flow scripts
make -C /OpenROAD-flow-scripts/flow DESIGN_CONFIG=/design/flow/config.mk WORK_HOME=/design/flow/orfs finish
```
==> out/results.tsv <==
stage	metric	value	unit
synth	ff_type	dfrtp_1	
placement	port_buffers	267	
pwr	p_per_area	130	mW/mm²
sta	max_slew_margin	-9.92	%
routing	dr.pass1.iters	8	
run	warnings	164	
worst_setup_path	r2r-start	write_ptr[0]	
routing	viasPerCell	7.21	
final_layout	layout_top_cell	dfrtp_1	
clock_network	cts_buffers	747	
worst_setup_path	cp.arrival	10.05	ns
routing	route.detailed.drc	0	
placement	gp_congestion	0.973	
outcome	violations	capacitance limit, slew limit	
pwr	total_power	44.9	mW
global_routing	grt_max_degree	129	
die	die_h	784	µm
synth	ys_warn_count	7	
clock_network	cts_tree	yes	
final_layout	final_cell_mix	7,066 x dfrtp_1, 6,992 x mux2_2, 2,656 x a22oi_1, 1,223 x buf_4, 768 x clkbuf_16	
routing	wirelength	1450000	µm
routing	wl_per_cell	46.3	µm
worst_setup_path	crit_type	input pin to output pin	
global_routing	grt_pass1_vias	220000	
worst_setup_path	cp.buffers_inverters	8	
die	ios	268	
clock_network	cts-root-buf	clkbuf_16	
worst_setup_path	startpoint_type	input pin	
clock_network	clk_latency	1.20	ns
synth	synth.avg_cell_area	13.7	µm²
worst_setup_path	reg2reg_slack	11.61	ns
synth	postSynthSeqShare	58.0	%
die	initCoreUtil	50.3	%
worst_setup_path	rr_endpoint	error_log_addr[51][13]	
sta	finalClockPeriodUsage	78.8	%
placement	dp_hpwl	865000	µm
worst_setup_path	cp.depth	14	
sta	worst_pin_slew	1.63	ns
global_routing	grt-ovfl-total	0	
synth	yosys-stat-cells	22300	
die	std_cell_rows	286	
worst_setup_path	worstPathCellList	buf_6 -> buf_4 -> buf_4 -> nand4bb_1 -> nor2_4 -> buf_4 -> buf_4 -> buf_4 -> a22oi_1 -> nand3_1 -> nor4_1 -> a31oi_1 -> buf_4 -> clkdlybuf4s50_1	
worst_setup_path	r2r_cells	8	
routing	drtIter0Drc	22800	
sta	finalMaxSlewViolations	4	
clock_network	postCtsSetupBuffers	0	
pwr	power.leakage	164	nW
synth	synth.top_cell.area_share	58.0	%
global_routing	grt_pass1_wl	1960000	µm
worst_setup_path	critPathLaunch	query_index[0]	
clock_network	cts_resized	0	
clock_network	cts.sinks	7086	
clock_network	clk_pin_slew_worst_paths	0.05	ns
synth	edf_count	0	
routing	vias	225000	
sta	timing.fmax	74.2	MHz
final_layout	design_area	0.346	mm²
run	max_cap_violations	2	
pwr	peakVddDrop	117	µV
sta	fin_skew	0.0500	ns
synth	ys_ff	7086	
placement	dp_slack	4.17	ns
final_layout	area_growth	13.1	%
synth	netlist_instances	22300	
clock_network	clk_path_buf_depth	4	
worst_setup_path	crit_top_cell	buf_4	
clock_network	cts_hold_buf	0	
final_layout	drive_above_1_share	42.7	%
die	dieArea	0.614	mm²
sta	rsz0062_at_grt	false	
sta	setup_slack	3.63	ns
synth	synthDistinctLibCells	71	
worst_setup_path	crit_end	query_timestamp[31]	
worst_setup_path	critPathMaxStageDelay	0.86	ns
routing	ant_nets	0	
worst_setup_path	cp_max_fo	32	
sta	tns	0	ns
worst_setup_path	cp_top_family	buffers and inverters	
die	core_area	0.608	mm²
synth	top_area_cell	dfrtp_1	
hold_path	hold_class	flop to flop	
sta	setup_viol	0	
sta	hold_viol_final	0	
clock_network	cts-htree-levels	6	
worst_setup_path	crit_slowest_cell	nand4bb_1	
outcome	status	finished, violations left	
worst_setup_path	cp-end-kind	output pin	
synth	async_flop_share	100	%
synth	syn_area	0.306	mm²
global_routing	antenna_found_initial	167	
synth	yosys-stat-area	0.306	mm²
global_routing	track_usage	49.8	%
die	fp.dieW	784	µm
synth	area_leaders	dfrtp_1 58%, mux2_2 26%, a22oi_1 6.5%, clkbuf_1 2.2%, nand4_1 1.0%	
worst_setup_path	required	13.68	ns
placement	dpl_cell_area	0.321	mm²
sta	period_minus_slack	13.47	ns
-- through the flow --
step	hold slack [ns]	utilization, %	std cells
finish	0.401	56.9	31300
global route	0.414	56.8	31000
CTS	0.403	56.8	31000
detailed placement	0.392	52.8	29600
global placement	0.387	52.8	29600
floorplan	0.420	-	22300
-- routing by layer --
metal	up-vias	part of all wire, %	routed length, µm	track usage, %
met5	-	0.16	2340	2.37
met4	160	7.6	110000	30.6
met3	5212	17	240000	33.1
met2	17200	41	595000	63.8
met1	119000	35	500000	63.3
li1	83600	-	-	-
-- where the power goes --
group	internal (mW)	switching [mW]	leakage [nW]
sequential	20.3	1.80	96.2
clock	9.34	7.05	12.0
combinational	3.33	3.06	56.0
-- sequential cells by signal, indices dropped and copies added (netlist names) --
| signal | count |
|---|---|
| crc_err_cnt | 16 |
| entry_count | 8 |
| error_log_addr | 3072 |
| error_log_code | 512 |
| error_log_source_id | 512 |
| error_log_timestamp | 2048 |
| error_log_txn_id | 768 |
| error_log_valid | 64 |
| protocol_err_cnt | 16 |
| timeout_err_cnt | 16 |
| timestamp_counter | 32 |
| total_err_cnt | 16 |
| write_ptr | 6 |
-- how the worst min path moves through the flow --
stage	startpoint	to	slack, ns	depth (start not counted)
after CTS	entry_count[7]	entry_count[7]	0.40	0
after global routing	entry_count[7]	entry_count[7]	0.41	0
final	entry_count[7]	entry_count[7]	0.40	0
-- synthesized netlist by cell type, drive strengths merged, types with 126 or more instances --
master / number
dfrtp: 7086
mux2: 6992
a22oi: 2656
clkbuf: 1754
buf: 568
nand4: 490
nand2: 384
and3: 310
nand3: 221
nor2: 213
nor4: 167
a21oi: 159
nor3: 152
a22o: 149
mux2i: 126
-- area by class of cell --
| cell class | count | area, µm² |
|---|---|---|
| diodes | 302 | 756 |
| clock buffers | 1194 | 22900 |
| clock inverters | 143 | 1450 |
| fillers | 47800 | 262000 |
| inverters | 27 | 101 |
| multi-input cells | 12900 | 121000 |
| flip-flops and latches | 7086 | 177000 |
| well taps | 8064 | 10100 |
| repair buffers | 1548 | 12600 |
-- logic make-up (layout without fill, tap and decap cells) --
group	count (synthesis)	after routing	synth area share (%)
AND/OR/NAND/NOR	2125	2125	3.81
adder cells (fa/ha/maj)	10	10	0.0409
flip-flops	7086	7086	58.0
XOR/XNOR	100	100	0.287
buffers and inverters	2349	2912	3.00
other	0	302	0
multiplexers	7118	7118	26.2
AND-OR/OR-AND	3544	3544	8.67
Power and IR drop assume default switching activity.
